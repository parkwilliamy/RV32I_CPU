## flow/config.mk

```make
export PLATFORM = sky130hd
export DESIGN_NAME = ImmGen
export DESIGN_NICKNAME = ImmGen
export VERILOG_FILES = /design/flow/design.v
export SDC_FILE = /design/flow/constraint.sdc
export NUM_CORES = 4
export LEC_CHECK = 1
export CORE_AREA = 10 10 71 71
export DIE_AREA = 0 0 81 81
```

## flow/constraint.sdc

```tcl
current_design ImmGen

set clk_period 4.2
set clk_io_pct 0.2

create_clock -name clk0 -period $clk_period

set non_clock_inputs [all_inputs -no_clocks]
set_input_delay [expr $clk_period * $clk_io_pct] -clock clk0 $non_clock_inputs
set_output_delay [expr $clk_period * $clk_io_pct] -clock clk0 [all_outputs]
```

## flow/design.v

```verilog
`timescale 1ns/1ps
module ImmGen (
    input [31:0] instruction,
    output reg [31:0] eximm
);
    reg [6:0] opcode;
    reg [2:0] funct3;
    reg [11:0] intimm1;  
    reg [19:0] intimm2;  
    reg [31:0] eximm1;
    reg [31:0] eximm2;
    reg [31:0] eximm3;
    reg [31:0] eximm4;
    localparam [6:0]  
        OP_I = 7'b0010011,
        OP_I_LD = 7'b0000011,
        OP_I_FENCE = 7'b0001111,
        OP_I_JALR = 7'b1100111,
        OP_S = 7'b0100011,
        OP_B = 7'b1100011,
        OP_U_LUI = 7'b0110111,
        OP_U_AUIPC = 7'b0010111,
        OP_J = 7'b1101111;
    always @(*) begin
        opcode = instruction[6:0];
        funct3 = instruction[14:12];  
        case(opcode)
            OP_I, OP_I_LD, OP_I_FENCE, OP_I_JALR: begin
                intimm1 = (opcode == OP_I && (funct3 == 3'b001 || funct3 == 3'b101)) ? {7'b0000000, instruction[24:20]} : instruction[31:20];
                intimm2 = 0;
            end
            OP_S: begin
                intimm1 = {instruction[31:25], instruction[11:7]};
                intimm2 = 0;
            end
            OP_B: begin
                intimm1 = {instruction[31], instruction[7], instruction[30:25], instruction[11:8]};
                intimm2 = 0;
            end
            OP_U_LUI, OP_U_AUIPC: begin
                intimm1 = 0;
                intimm2 = instruction[31:12];
            end
            OP_J: begin
                intimm1 = 0;
                intimm2 = {instruction[31], instruction[19:12], instruction[20], instruction[30:21]};
            end
            default: begin 
                intimm1 = 0;  
                intimm2 = 0;
            end
        endcase
        eximm1 = {{20{intimm1[11]}}, intimm1};
        eximm2 = {{11{intimm2[19]}}, intimm2, 1'b0};
        eximm3 = {intimm2, 12'b0};
        eximm4 = {{19{intimm1[11]}}, intimm1, 1'b0};
        case (opcode)
            OP_J: eximm = eximm2;
            OP_U_LUI, OP_U_AUIPC: eximm = eximm3;
            OP_B: eximm = eximm4;
            default: eximm = eximm1;
        endcase
    end
endmodule
```

## flow/run.sh

```bash
#!/bin/bash
# OpenROAD 26Q1-2900-gdf79404cd8, Yosys 0.63+post, stock flow scripts
make -C /OpenROAD-flow-scripts/flow DESIGN_CONFIG=/design/flow/config.mk WORK_HOME=/design/flow/orfs finish
```

==> impl_metrics.tcl <==
# yosys + openroad results
set metrics [dict create \
    status "completed" \
    grt_max_degree 13 \
    power_density_mw_per_mm2 62.4 \
    ant_nets 0 \
    peakVddDrop_mv 0.0383 \
    tool_warnings 32 \
    first_pass_iters 4 \
    slew_headroom_pct 63.8 \
    yosysMostFrequentCell "a21o_1" \
    flop-count 0 \
    die_h_um 81 \
    critPathKind "in -> out" \
    dr.max_layer_used "met3" \
    top_cells_by_area "a21o_1, a22o_1, mux2i_1" \
    total_power_uw 95.5 \
    endpoint_kind "primary output" \
    p_leak_nw 0.722 \
    top_area_cell "a21o_1" \
    drc_errors 0 \
    critPathMaxFanout 9 \
    met1_length_mm 1.57 \
    regArea_um2 0 \
    holdCritPathClass "in -> out" \
    io_buffers 64 \
    place_hpwl_mm 2.88 \
    ys_cells 113 \
    pwr-share-clk_pct 0 \
    core_area_mm2 0.00363 \
    min_period_ps 4040 \
    synth_area_um2 830 \
    clock_buffers 0 \
    worstPathRequired_ps 3360 \
    cap_violations 0 \
    die_area_mm2 0.00656 \
    hold_viol 0 \
    wirelength_mm 3.46 \
    grt_first_pass_wirelength_mm 5.58 \
    fp_util_pct 22.8 \
    hold_buffers 0 \
    fmax_ghz 0.247 \
    drt-initial-drc-count 54 \
    dp.cells 224 \
    via_per_inst 4.98 \
    setup_viol 0 \
    finalMaxSlewViolations 0 \
    grt_setup_unrepaired "false" \
    gr-total-overflow 0 \
    fp.dieW_um 81 \
    track_usage_pct 10.2 \
    fin_crit_sh_pct 96.3 \
    synth.distinct_cells 40 \
    yosysWarnings 1 \
    gp_congestion 0.891 \
    p_sw_share_pct 40.6 \
    antenna_found_initial 0 \
    met3_length_um 385 \
    tightest_slew_ps 541 \
    syn_inst 113 \
    post-cts-setup-buffers 0 \
    worstSetupStartpointType "input port" \
    route.met2.wl_mm 1.50 \
    switching_power_uw 38.8 \
    layoutNonFillerInstCount 224 \
    synth_seq_share_pct 0 \
    yosys-top-cells-count "a21o_1, nand2_1, nor3_1" \
    synthToLayoutAreaGrowth_pct 84.3 \
    layout-drive-gt1-share_pct 10.8 \
    via_count 1116 \
    avgRoutedWirePerCell_um 15.4 \
    comb_power_share_pct 100.0 \
    intPower_uw 56.7 \
    top_area_share_pct 19.9 \
    grt_pass1_vias 1157 \
    pin_count 64 \
    placementRows 22 \
    critPathArrivalTime_ps 3200 \
    ctsResizeCount 0 \
    ys_chip_area_um2 830 \
    avgSynthCellArea_um2 7.34 \
    n_antenna_cell 0 \
    pwr-share-seq_pct 0 \
]
area by class of cell:
class / instances / area (um^2)
Inverter: 3 / 11.3
Tap cell: 48 / 60.1
Multi-Input combinational cell: 101 / 757
Fill cell: 374 / 2100
Timing Repair Buffer: 72 / 701
layer usage:
metal | track usage, % | vias to the layer above
li1 | - | 566
met1 | 14.6 | 498
met2 | 14.9 | 52
met3 | 3.45 | 0
met4 | 0.865 | 0
met5 | 0 | -
final timing paths:
| path | from | endpoint | slack (ps) | depth (start not counted) |
|---|---|---|---|---|
| worst min-delay path | instruction[17] | eximm[17] | 2630 | 3 |
| worst max-delay path | instruction[3] | eximm[6] | 160 | 6 |
critical path, cell delays in order:
cell	delay, ps
clkdlybuf4s50_1	670
or3b_4	440
a211oi_2	420
nor3_2	160
and2b_1	220
clkdlybuf4s50_1	460
power groups by stage:
stage / registers [mW] / logic, mW / clock network [mW]
CTS: 0 / 0.0956 / 0
global route: 0 / 0.104 / 0
finish: 0 / 0.0955 / 0
cells by family after synthesis:
family	Yosys count	share of synthesized area (%)
buffers and inverters	12	8.90
AOI/OAI and AO/OA	48	47.4
muxes	5	6.18
and+or+nand+nor	48	37.6
cells in the final DEF, fill, tap and decap left out, types with 2 or more instances in the layout:
cell              n
a211oi_1          5
a21o_1           22
a21oi_1           2
a22o_1            5
and2_1            2
and2b_1           2
and3_1            5
buf_4             8
clkdlybuf4s50_1  64
inv_1             3
mux2i_1           4
nand2_1           7
nand3_1           4
nor2_1            4
nor2b_1           5
nor3_1            6
o21ai_0           4
o21ai_1           2
or2_1             2
stage by stage:
step | area [um^2] | util (%) | hold WS (ps) | setup WS [ps] | setup TNS [ps]
6_report | 1530 | 42.1 | 2630 | 155 | 0
5_1_grt | 1530 | 42.1 | 2660 | 13.5 | 0
4_1_cts | 1530 | 42.0 | 2640 | 78.7 | 0
3_5_place_dp | 1530 | 42.0 | 2630 | 102 | 0
3_3_place_gp | 1530 | 42.0 | 2630 | -26.1 | -51.7
2_1_floorplan | 830 | - | 1740 | 1330 | 0
Power is estimated from default activity; no workload was simulated.
