`flow/design.v`:
```
`timescale 1ns/1ps
module ALU (
    input [31:0] op1, op2,
    input [3:0] field,  
    output reg [31:0] ALU_result,
    output reg zero, sign, overflow, carry
);
    localparam [3:0]  
        ADD = 4'b0000,
        SUB = 4'b1000,
        AND = 4'b0111,
        OR  = 4'b0110,
        XOR = 4'b0100,
        SLL = 4'b0001,
        SRL = 4'b0101,
        SRA = 4'b1101,
        SLT = 4'b0010,
        SLTU = 4'b0011;
    always @(*) begin
        zero = (ALU_result == 0);
        sign = ($signed(ALU_result) < 0);
        overflow = (op1[31] != op2[31]) && (ALU_result[31] != op1[31]);  
        case (field) 
            ADD: {carry, ALU_result} = op1+op2;
            SUB: {carry, ALU_result} = op1-op2;
            AND: ALU_result = op1&op2;
            OR: ALU_result = op1|op2;
            XOR: ALU_result = op1^op2;
            SLL: ALU_result = op1<<op2[4:0];
            SRL: ALU_result = op1>>op2[4:0];
            SRA: ALU_result = $signed(op1)>>>op2[4:0];
            SLT: ALU_result = {31'b0, $signed(op1)<$signed(op2)};
            SLTU: ALU_result = {31'b0, op1<op2};
        endcase
    end
endmodule
```
`flow/constraint.sdc`:
```
current_design ALU

set clk_period 1.0
set clk_io_pct 0.2

create_clock -name clk0 -period $clk_period

set non_clock_inputs [all_inputs -no_clocks]
set_input_delay [expr $clk_period * $clk_io_pct] -clock clk0 $non_clock_inputs
set_output_delay [expr $clk_period * $clk_io_pct] -clock clk0 [all_outputs]
```
`flow/config.mk`:
```
export PLATFORM = sky130hd
export DESIGN_NAME = ALU
export DESIGN_NICKNAME = ALU
export VERILOG_FILES = /design/flow/design.v
export SDC_FILE = /design/flow/constraint.sdc
export NUM_CORES = 4
export LEC_CHECK = 1
export CORE_UTILIZATION = 50
```
`flow/run.sh`:
```
#!/bin/bash
# OpenROAD 26Q1-2900-gdf79404cd8, Yosys 0.63+post, stock flow scripts
make -C /OpenROAD-flow-scripts/flow DESIGN_CONFIG=/design/flow/config.mk WORK_HOME=/design/flow/orfs finish
```
==> reports/metrics.cfg <==
[global_routing]
grt_usage_pct=41.5
antenna_found_initial=1
first_global_vias=10100
grt_pass1_wl_um=61000
grt.overflow.total=0
grt_max_degree=76

[synthesis]
yosys.cell_types.count=85
ys_ff=33
synth_top_flop_cell=dlxtn_1
synthCells=1319
yosysCellCount=1319
synthArstFlopShare_pct=0
synthesis.area_sq_um=9750
ys_warn_count=1
area_leaders=mux4_2, ha_1, o21ai_0
largest_area_cell=mux4_2
yosys_area_sq_um=9750
avgSynthCellArea_sq_um=7.39
synthDominantCellAreaShare_pct=17.3
edf_count=0

[setup_path]
crit_start=op2[31]
cp-end-kind=primary output
worstSetupStartpointType=input port
crit_path_frequent_cell=buf_6
critical-path-top-delay-family=buffers and inverters
critPathArrivalTime_ns=0.78
path_buffers=3
slowest_delay_ns=0.19
required_ns=0.80
worstPathMaxFanout=2
worstSetupPathType=input port to primary output
path_cells=buf_6, inv_4, ha_4, and2_4, buf_6
crit_cells=5
slowest_stage=ha_4

[min_path]
hold_path_class=input port to primary output
hold_end=overflow
holdPathStages=4
hold_start=op1[31]

[sta]
max_clock_freq_mhz=1020
finalHoldViolCount=0
unclocked_regs=33
slew_headroom_pct=31.8
finalCriticalPeriod_ns=0.977
untimed_endpoints=68
slew_violations=0
final.period_utilization_pct=97.7
finalSetupViolCount=0
worstMarginPinSlew_ns=0.997
rsz0062_at_grt=no

[route]
ant_nets=0
vias=11100
vias_per_cell=6.90
routedWlPerCell_um=25.0
drc=0
drtIter0Drc=1019
routed_wl_um=40100
first_pass_iters=5

[placement]
hpwlAfterDp_um=29900
place_area_sq_um=10800
placed_cells=1601
routabilityCongestion=1.03
numPortBuffers=104

[die]
num_rows=50
fp_util_pct=51.6
ios=104
core-area_sq_um=18900
die-area_sq_um=20100
dieWidth_um=142
die_h_um=142

[cells_and_area]
drive_gt1_share_pct=11.1
syn_to_final_growth_pct=11.1
fin_area_sq_um=10800
final_cell_mix=nand2_1, nor2_1, o21ai_0
mostFrequentLayoutCell=nand2_1
layoutNonFillerInstCount=1602

[power]
power_switching_mw=3.60
p_sw_share_pct=57.8
intPower_mw=2.63
finalPower_mw=6.23
power_leakage_nw=4.36
ir_worst_vdd_mv=0.381
cellPowerDensity_nw_per_um2=575

[clock_tree]
postCtsHoldBufs=0

[status]
status=finished clean

[flow_run]
warnings=100
cap_violations=0

==> metal layers <==
metal / vias up / global-route usage [%] / routed length, um
met5: - / 3.26 / 129
li1: 5023 / - / -
met1: 5168 / 58.6 / 16200
met2: 746 / 60.6 / 17200
met3: 110 / 11.1 / 4610
met4: 4 / 17.7 / 2010
==> tightest hold or removal path: cells and delay by family <==
| family | cells | cell delay (ns) |
|---|---|---|
| buffers and inverters | 2 | 0.19 |
| xor gates and xnor gates | 1 | 0.06 |
| and+or+nand+nor | 1 | 0.15 |
==> layout make-up <==
type,instances,area [sq um]
Antenna cell,1,2.50
Fill cell,1797,8060
Inverter,99,382
Multi-Input combinational cell,1080,8410
Sequential cell,33,495
Tap cell,260,325
Timing Repair Buffer,129,1220
==> worst max-delay path by stage <==
stage                      end
after CTS             overflow
after global routing  overflow
final                 overflow
==> cell usage after synthesis, drive strengths merged, types with 12 or more instances <==
master    n
o21ai   108
a21oi   102
nand3    23
mux4     75
a31oi    15
o31ai    12
nor3     22
nor2b    13
clkbuf   59
mux2i    26
a22oi    13
nand2b   22
dlxtn    33
and2     12
nor4     16
a211oi   36
inv      96
buf      48
ha       97
nor2    115
a21o     16
o211ai   19
a221oi   18
nand2   128
==> repair_timing <==
action	4_1_cts	5_1_grt
cloned	0	0
setup endpoints to repair	1	1
gates resized	19	3
pin swaps	2	2
buffers inserted	1	0
==> power groups by stage <==
| stage | clock network (mW) | logic [mW] | registers, mW |
|---|---|---|---|
| 4_1_cts | 0 | 5.78 | 0.301 |
| 5_1_grt | 0 | 6.39 | 0.311 |
==> per-stage QoR <==
stage          setup TNS (ns)  util (%)  setup WS, ns  hold slack (ns)
6_report                    0      57.3        0.0229            0.804
5_1_grt                     0      57.3       0.00127            0.819
4_1_cts               -0.0279      57.3       -0.0279            0.881
3_5_place_dp           -0.942      57.2        -0.942             1.68
3_3_place_gp           -0.925      57.2        -0.925             1.68
2_1_floorplan         -0.0418         -       -0.0418            0.708
==> cells by family after synthesis <==
kind of cell	synth area share, %
AND-OR/OR-AND	31.8
XOR/XNOR	0.629
adder cells (fa/ha/maj)	12.9
buffers and inverters	8.87
latches	5.08
multiplexers	20.8
AND/OR/NAND/NOR	20.0
==> flip-flops by register name, indices dropped and copies added (netlist names) <==
| register | flops |
|---|---|
| ALU_result | 32 |
| carry | 1 |
Power and IR drop assume default switching activity.
