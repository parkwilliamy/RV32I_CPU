--- design/flow/run.sh ---
#!/bin/bash
# OpenROAD 26Q1-2900-gdf79404cd8, Yosys 0.63+post, stock flow scripts
make -C /OpenROAD-flow-scripts/flow DESIGN_CONFIG=/design/flow/config.mk WORK_HOME=/design/flow/orfs finish
--- design/flow/config.mk ---
export PLATFORM = sky130hd
export DESIGN_NAME = RegFile
export DESIGN_NICKNAME = RegFile
export VERILOG_FILES = /design/flow/design.v
export SDC_FILE = /design/flow/constraint.sdc
export NUM_CORES = 4
export LEC_CHECK = 1
export CORE_UTILIZATION = 50
--- design/flow/constraint.sdc ---
current_design RegFile

set clk_period 10.0
set clk_io_pct 0.2

create_clock -name clk0 -period $clk_period [get_ports {clk}]

set non_clock_inputs [all_inputs -no_clocks]
set_input_delay [expr $clk_period * $clk_io_pct] -clock clk0 $non_clock_inputs
set_output_delay [expr $clk_period * $clk_io_pct] -clock clk0 [all_outputs]
--- design/flow/design.v ---
`timescale 1ns/1ps
module RegFile (
    input clk, RegWrite,
    input [4:0] rs1, rs2, rd,
    input [31:0] rd_write_data,
    output [31:0] rs1_data, rs2_data 
);
    reg [31:0] reg_file [31:0];
    assign rs1_data = reg_file[rs1];
    assign rs2_data = reg_file[rs2];
    assign rd_data = reg_file[rd];
    always @(posedge clk) begin
        if (rd > 0 && RegWrite) reg_file[rd] <= rd_write_data;  
    end
endmodule
==> impl.org <==
#+TITLE: Flow metrics

** Timing
- Rel. slew slack :: 0.377
- Final TNS setup :: 0 ns
- Highest clock rate :: roughly 140 MHz
- For the finished layout, the period the worst path requires is 7.29 ns.
- Number of max-slew violations in the final report :: 0
- Setup repair after global routing left no endpoint under its margin.
- Dividing the final minimum period by the clock period gives 0.729.
- For reference, the final report shows the hold violation count at 0.
- At the pin with the least slew margin, the transition time is around 0.93 ns.
- Endpoints with negative setup slack in the final report add up to 0.

** Power
- The net switching power in the latest report is 2.25 mW.
- Switching Share :: 0.233
- Of the total power, combinational logic draws 0.092.
- The script extracted a total leakage power of 20.3 nW.
- In the power breakdown, the internal column shows about 7.4 mW.
- VDD sags by at most 0.132 mV.
- Clock power share :: 0.410
- Pwr per Cell Area :: 176 nW/um^2
- Register share of total power :: 0.498

** Global route
- The via count of the first global-routing pass was ~33000.
- The number of antenna violations at the first check in global routing was 6.
- The first global-routing pass estimated 221000 um of wire.
- Pin count of the biggest net entering global routing :: between 90 and 100
- Total global-route track usage over all layers is 0.343.
- After global routing the overflow that remains totals 0.

** Floorplanning
- The core region is approximately 97000 um^2.
- Number of placement rows :: 114
- Num ports :: 113
- Per the OpenROAD floorplan log, the height of the die is 314 um.
- Overall die width :: 314 um
- The die covers 98800 um^2.
- Floorplan core density :: 0.504

** Synth
- After synthesis, the chip area reported by Yosys is roughly 50000 um^2.
- The synthesized design contains 1024 enable-type register cells.
- Top cells by area in the synthesized netlist :: edfxtp_1 (63%), mux2i_1 (21%), a22oi_1 (3.0%)
- Combined area of all synthesized cells :: 48800 um^2
- Post-Syn Instances :: 3386
- # Cells Yosys :: between 3000 and 4000
- Leading cell types by count after synthesis :: edfxtp_1 (1024), mux2i_1 (1024), nand2_1 (195)
- Yosys reported that registers with async set or reset make up 0.
- The number of different library cells used by synthesis comes to 24.
- Yosys top cell by area :: edfxtp_1
- Most used flip-flop cell :: edfxtp_1
- The warning tally printed by Yosys for this design is 2.
- Flop and latch count out of synthesis :: 1024
- The share of the Yosys chip area taken by registers is 0.631.
- Post-synthesis average cell area :: roughly 14 um^2
- The share of synthesized area in the top cell type comes to 0.631.

** Cells and area
- The register with the most flip-flops in the layout has 1024 of them.
- The final report gives the core utilization as 0.567.
- Reg with most FFs :: reg_file
- The layout has 7344 filler cells.
- Syn-to-layout area delta :: 12.5%
- The largest registers in the layout are reg_file (1024).
- Fraction of layout cells with a size suffix above 1 :: 0.0923

** Detailed routing
- Drt drc :: 0
- The final layout contains routed wiring with a total length of 154000 um.
- Count of antenna-violating nets left after detailed routing :: 0
- Before antenna repair, the detailed router went through 5 iterations.
- In the final routed layout, each cell accounts on average for 31.5 um.
- In the routed layout, each cell is associated on average with a via count of 6.41.
- For this block, the initial DRC count from the detailed router was 2207.
- Per the detail_route report, the via count comes to between 30000 and 40000.

** Critical path
- According to the timing report, the arrival time at the worst endpoint equals 5.29 ns.
- Kind of launch point of the worst setup path :: input port
- The worst setup path is captured at an output pin.
- Type of the worst setup path :: input port to output pin
- Of all nets on the critical path, the largest fanout is 29.
- Worst endpoint required time :: ~8 ns

** Run
- The logs give a warning total of 26.
- Per the run summary, max-cap violations total 0.

** Place
- Gpl congestion :: 0.877
- Per the placement log, port buffering inserted around 110 buffers.
- The HPWL after detailed placement is 83200 um.

** Clocking
- TritonCTS built the clock tree.
- Clock tree synthesis selected as its root buffer the cell clkbuf_16.
- Post-cts sizing count :: 0
- The CTS report gives the tree buffer count as 109.
- TritonCTS reports the number of clock sinks as around 1000.
- Buffers inserted to repair hold after CTS numbered 0.
- After clock tree synthesis, the clock-pin slew on the worst setup and hold paths is 0.06 ns.
- H-tree levels :: 3
- Buffer depth of the longest clock path :: 3
- Per the repair_timing log after CTS, setup buffers inserted total 0.

** Worst hold path
- Number of stages on the worst hold path :: 2
- The most critical min-delay path falls under input port to register.
- Hold-critical path endpoint :: reg_file[27][5]
- Hold_sp :: rd_write_data[5]

** Status
- Status :: finished clean
## per-stage QoR
step | power, mW | cells | setup slack (ns) | area (um^2) | hold WS (ns)
after detailed placement | 5.78 | 4674 | 2.77 | 51400 | 2.83
after global routing | 9.93 | 4874 | 2.60 | 54900 | 2.14
final | 9.67 | 4875 | 2.71 | 54900 | 2.13
after floorplan | 5.40 | 3417 | 4.95 | 48900 | 2.10
after CTS | 9.70 | 4873 | 2.77 | 54900 | 2.11
after global placement | 5.77 | 4674 | 2.78 | 51400 | 2.83
## power groups by stage
stage,combinational (mW),sequential [mW],clock (mW)
4_1_cts,0.883,4.81,4.01
5_1_grt,0.946,4.82,4.17
6_report,0.894,4.81,3.97
## layout by cell type, fill, tap and decap left out, drive strengths merged, types with 12 or more instances in the layout
cell and count:
nor3 64, nand2 195, conb 32, nand3 194, a22oi 192, buf 124
a22o 128, clkinv 51, bufinv 12, mux2i 1024, nor2 34, clkbuf 126
edfxtp 1024, clkdlybuf4s50 110, a21oi 192, a31oi 64
## final cells by class
cell class              count  area, um^2  share of cell area
flip-flops and latches   1024       30700               0.561
multi-input cells        2140       16900               0.308
clock buffers             126        2790              0.0509
repair buffers            234        2150              0.0391
well taps                1276        1600              0.0291
clock inverters            73         683              0.0125
diodes                      2        5.00           0.0000912
## worst max-delay path, cell delays in order
cell,delay (ns)
clkdlybuf4s50_1,0.62
and2_4,0.50
buf_4,0.58
buf_4,0.44
a22o_1,0.20
nor3_1,0.04
a31oi_1,0.25
nand3_1,0.17
clkdlybuf4s50_1,0.44
## per-layer routing
layer,global-route usage,share of wire,vias up
met4,0.0864,0.032,22
li1,-,-,13600
met1,0.453,0.35,15300
met5,0.0329,0.0037,-
met2,0.478,0.44,2016
met3,0.244,0.17,327
## how the worst max path moves through the flow
stage,startpoint,to,cells past startpoint
4_1_cts,rs1[2],rs1_data[19],9
5_1_grt,rs1[0],rs1_data[19],9
6_report,rs1[2],rs1_data[19],9
## cells by family after synthesis
group,synth area share
buffers and inverters,0.0315
other,0.0000769
flip-flops,0.631
AND-OR/OR-AND,0.0805
AND/OR/NAND/NOR,0.0471
multiplexers,0.210
Power and IR drop assume default switching activity.
